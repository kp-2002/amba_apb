<file path="flow/design.v">
module apb_slave_if #(parameter ADDR_WIDTH = 30,
                      parameter DATA_WIDTH = 32,
                      parameter STRB_WIDTH = DATA_WIDTH/8) (
    input                       pclk,
    input                       pwakeup,
    input                       prst_n,
    input      [ADDR_WIDTH-1:0] paddr,
    input               [3-1:0] pprot,
    input                       psel,
    input                       penable, 
    input                       pwrite,
    input      [DATA_WIDTH-1:0] pwdata,
    input      [STRB_WIDTH-1:0] pstrb,
    output reg                  pready,
    output     [DATA_WIDTH-1:0] prdata,
    output reg                  pslverr,
    output                      mem_clk,
    output                      mem_rst_n,
    output reg                  mem_wr_en,
    output reg [ADDR_WIDTH-1:0] mem_addr,
    output     [DATA_WIDTH-1:0] mem_wr_data,
    output     [STRB_WIDTH-1:0] mem_strb,
    output reg                  mem_rd_en,
    input      [DATA_WIDTH-1:0] mem_rd_data);
    reg enable_latch;
    always @(pclk or pwakeup)
        if(~pclk)
            enable_latch <= pwakeup;
    wire   g_clk;
    assign g_clk = (pclk & enable_latch);
    parameter IDLE = 2'b00, WRITE = 2'b01, READ = 2'b10;
    reg [1:0] state, next_state;
    always @(posedge g_clk) begin
        if(~prst_n) 
            state <= IDLE;
        else
            state <= next_state;
    end
    always @(*) begin
        case(state) 
            IDLE:    next_state = (psel & pwrite)? WRITE: ((psel & ~pwrite)? READ: IDLE);
            WRITE:   next_state = (psel & penable & pready)? IDLE: WRITE;
            READ:    next_state = (psel & penable & pready)? IDLE: READ; 
            default: next_state = IDLE;
        endcase
    end
    assign mem_clk     = g_clk;
    assign mem_rst_n   = prst_n;
    assign mem_wr_data = pwdata;
    assign mem_strb    = pstrb;
    always @(*) begin
        if(prst_n & pwakeup) begin
            case(state)
                IDLE: begin
                    mem_wr_en = 1'b0;
                    mem_rd_en = 1'b0;
                end
                WRITE: begin
                    mem_wr_en = 1'b1;
                    mem_rd_en = 1'b0;
                    mem_addr  = paddr;
                end
                READ: begin
                    mem_wr_en = 1'b0;
                    mem_rd_en = 1'b1;
                    mem_addr  = paddr;
                end
            endcase
        end
    end
    assign prdata = mem_rd_data;
    always @(*) begin
        if(prst_n & pwakeup) begin
            pslverr = 1'b0;
            case(state)
                IDLE: begin
                    pready = 1'b0;
                end
                WRITE: begin
                    if(psel & penable)
                        pready = 1'b1;
                end
                READ: begin
                    if(psel & penable)
                        pready = 1'b1;
                end
            endcase
        end
    end
endmodule
</file>
<file path="flow/run.sh">
#!/bin/bash
# OpenROAD 26Q1-2900-gdf79404cd8, Yosys 0.63+post, stock flow scripts
make -C /OpenROAD-flow-scripts/flow DESIGN_CONFIG=/design/flow/config.mk WORK_HOME=/design/flow/orfs finish
</file>
<file path="flow/config.mk">
export PLATFORM = sky130hd
export DESIGN_NAME = apb_slave_if
export DESIGN_NICKNAME = apb_slave_if
export VERILOG_FILES = /design/flow/design.v
export SDC_FILE = /design/flow/constraint.sdc
export NUM_CORES = 4
export LEC_CHECK = 1
export CORE_AREA = 10 10 92 92
export DIE_AREA = 0 0 102 102
</file>
<file path="flow/constraint.sdc">
current_design apb_slave_if

set clk_period 1.0
set clk_io_pct 0.2

create_clock -name clk0 -period $clk_period

set non_clock_inputs [all_inputs -no_clocks]
set_input_delay [expr $clk_period * $clk_io_pct] -clock clk0 $non_clock_inputs
set_output_delay [expr $clk_period * $clk_io_pct] -clock clk0 [all_outputs]
</file>
==> impl_metrics.tcl <==
# yosys + openroad results
set metrics [dict create \
    hold_viol 0 \
    n_antenna_cell 0 \
    setup_tns_ns 0 \
    untimed_endpoints 70 \
    via_per_inst 3.665 \
    p_leak_uw 0.0006543 \
    port_buffers 71 \
    synthCells 125 \
    grt_max_degree 31 \
    finish.utilization_pct 23.38 \
    maxCapViolCount 0 \
    yosys-stat-area_mm2 0.001207 \
    totalWireLength_um 2775 \
    status "complete, no violations" \
    dr_total_vias 755 \
    place_congestion 0.7694 \
    dp_hpwl_um 2477 \
    syn_area_mm2 0.001207 \
    setup_violations 0 \
    critPathMaxFanout 2 \
    start_kind "input port" \
    fp.dieArea_mm2 0.01040 \
    first_pass_iters 2 \
    power.clock.fraction_pct 0 \
    combPwrFrac_pct 70.7 \
    grt_pass1_vias 652 \
    grt_usage_pct 4.365 \
    tool_warnings 35 \
    pin_count 211 \
    rows 29 \
    p_sw_share_pct 16.29 \
    slew_viol_final 0 \
    ctsHoldBuffers 0 \
    unclocked_pins 37 \
    initCoreUtil_pct 18.69 \
    grt_pass1_wl_um 3691 \
    die_x_um 102 \
    die_h_um 102 \
    required_ns 0.80 \
    fin_crit_ns 0.9615 \
    ys_cells 125 \
    synth_flop_count 37 \
    layout-drive-gt1-share_pct 3.876 \
    avgRoutedWirePerCell_um 13.47 \
    p_seq_share_pct 29.3 \
    total_power_uw 395.4 \
    hold_class "in -> out" \
    rsz0062_at_grt "false" \
    antenna_found_initial 0 \
    core_area_mm2 0.006459 \
    drc 0 \
    overflow 0 \
    p_sw_uw 64.40 \
    ys_types 17 \
    post_cts_resized 6 \
    powerDensity_mw_per_mm2 261.8 \
    area_growth_pct 25.08 \
    path_class "in -> out" \
    critPathArrivalTime_ns 0.76 \
    avgSynthCellArea_um2 9.659 \
    antenna_left 0 \
    drtIter0Drc 1 \
    yosysWarnings 1 \
    finalCritPeriodShare_pct 96.15 \
    fmax_mhz 1040 \
    internal-power_uw 331.0 \
    postCtsSetupBuffers 0 \
    peakVddDrop_v 0.00005191 \
    cp-end-kind "output pin" \
]
## registers in the layout, indices dropped and copies added (netlist names)
register      cells
enable_latch      1
mem_addr         30
state             3
mem_wr_en         1
pready            1
mem_rd_en         1
## routing by layer
layer / up-vias / share of wire [%] / GRT usage [%]
met1: 308 / 39 / 4.734
met2: 97 / 37 / 6.716
met5: - / 0 / 0
met3: 22 / 21 / 2.795
met4: 0 / 2.7 / 1.735
li1: 328 / - / -
## path summary, 6_finish.rpt
kind / from / endpoint / slack (ns) / cells past startpoint
setup / recovery: pclk / mem_clk / 0.04 / 3
hold / removal: pstrb[1] / mem_strb[1] / 0.40 / 0
## worst max-delay path, stage by stage
cell             delay (ns)
dlygate4sd2_1          0.24
and2_4                 0.15
clkdlybuf4s15_1        0.17
## cells in the final DEF, fill, tap and decap left out, drive strengths merged
cell type,instances
clkdlybuf4s50,67
dlxtn,34
nand2,3
dlygate4sd2,3
buf,3
dfxtp,3
inv,2
o211ai,2
or2,1
and3,1
a221o,1
o32ai,1
nand4,1
o21ai,1
nor3b,1
o211a,1
nand3,1
and2,1
conb,1
clkdlybuf4s15,1
## logic make-up after synthesis
group	share of synthesized area [%]
buf+inv	44.14
compound gates	4.041
flops	4.974
simple gates	4.250
other cells	0.3106
latches	42.28
## synthesized netlist by cell type
cell / count / area share [%]
a221o_1: 1 / 0.83
and2_1: 1 / 0.52
and3_1: 1 / 0.52
buf_4: 70 / 44
conb_1: 1 / 0.31
dfxtp_1: 3 / 5.0
dlxtn_1: 34 / 42
inv_1: 2 / 0.62
nand2_1: 3 / 0.93
nand3_1: 1 / 0.41
nand4_1: 1 / 0.52
nor3b_1: 1 / 0.62
o211a_1: 1 / 0.83
o211ai_1: 2 / 1.2
o21ai_0: 1 / 0.41
o32ai_1: 1 / 0.73
or2_4: 1 / 0.73
## per-stage QoR
stage                     instance area [µm²]  hold slack, ns  std cells  setup slack [ns]
after floorplan                          1207          0.4664        125            0.4566
after global placement                   1511          0.4000        206           -0.4884
after detailed placement                 1511          0.4000        206           -0.4935
after CTS                                1510          0.4000        206           0.02311
after global routing                     1510          0.4000        206          0.004539
final                                    1510          0.4000        206           0.03853
## final cells by class
| type | instances | area, µm² |
|---|---|---|
| fillers | 690 | 4949 |
| repair buffers | 74 | 729.5 |
| flip-flops and latches | 37 | 570.5 |
| multi-input cells | 16 | 106.4 |
| well taps | 77 | 96.34 |
| inverters | 2 | 7.507 |
## power by group through the flow
stage	clock network, µW	logic, µW	registers (µW)
4_1_cts	0	286	117
5_1_grt	0	302	122
6_report	0	279	116
No activity file was given, so power comes from the tool's default toggle rates.
